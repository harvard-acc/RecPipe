--- /design/flow/run.sh ---
#!/bin/bash
# OpenROAD 26Q1-2900-gdf79404cd8, Yosys 0.63+post, stock flow scripts
make -C /OpenROAD-flow-scripts/flow DESIGN_CONFIG=/design/flow/config.mk WORK_HOME=/design/flow/orfs finish
--- /design/flow/config.mk ---
export PLATFORM = sky130hd
export DESIGN_NAME = crossbar4x4
export DESIGN_NICKNAME = crossbar4x4
export VERILOG_FILES = /design/flow/design.v
export SDC_FILE = /design/flow/constraint.sdc
export NUM_CORES = 4
export LEC_CHECK = 1
export CORE_AREA = 10 10 218 218
export DIE_AREA = 0 0 228 228
--- /design/flow/constraint.sdc ---
current_design crossbar4x4

set clk_period 1.5
set clk_io_pct 0.2

create_clock -name clk0 -period $clk_period

set non_clock_inputs [all_inputs -no_clocks]
set_input_delay [expr $clk_period * $clk_io_pct] -clock clk0 $non_clock_inputs
set_output_delay [expr $clk_period * $clk_io_pct] -clock clk0 [all_outputs]
--- /design/flow/design.v ---
`timescale 1ns / 1ps
module crossbar4x4 #(parameter  bit_width=16)(
	 sel1,
	 sel2,
	 sel3,
	 sel4,
	 data_in1,
     data_in2,
	 data_in3,
	 data_in4,
	 data_out1,
     data_out2, 
     data_out3,
     data_out4	 
	 );
	input [1:0] sel1, sel2, sel3,sel4;
	input  [16*4-1:0] data_in1, data_in2, data_in3, data_in4;
	output reg [16*4-1:0] data_out1, data_out2, data_out3, data_out4;
	always@(*)
	begin
      case (sel1)
		  2'b00: data_out1 = data_in1;
		  2'b01: data_out1 = data_in2;
		  2'b10: data_out1 = data_in3;
		  2'b11: data_out1 = data_in4;
		  default: data_out1 = 16*4'bx;
	  endcase
	end
	always@(*)
	begin
     case (sel2)
		  2'b00: data_out2 = data_in1;
		  2'b01: data_out2 = data_in2;
		  2'b10: data_out2 = data_in3;
		  2'b11: data_out2 = data_in4;
		  default: data_out2 = 16*4'bx;
	  endcase
	end
	always@(*)
	begin
      case (sel3)
		  2'b00: data_out3 = data_in1;
		  2'b01: data_out3 = data_in2;
		  2'b10: data_out3 = data_in3;
		  2'b11: data_out3 = data_in4;
		  default: data_out3 = 16*4'bx;
	  endcase
	end
	always@(*)
	begin
     case (sel4)
		  2'b00: data_out4 = data_in1;
		  2'b01: data_out4 = data_in2;
		  2'b10: data_out4 = data_in3;
		  2'b11: data_out4 = data_in4;
		  default: data_out4 = 16*4'bx;
	  endcase
	end
	endmodule
==> impl_metrics.prom <==
# HELP chip_impl_metric Metrics from one implementation run
# TYPE chip_impl_metric gauge
chip_impl_metric{name="global_route.usage.total",unit=""} 0.1560
chip_impl_metric{name="grt_pass1_vias",unit=""} 8404
chip_impl_metric{name="area_share_of_fa_ha_maj_cells_after_synthesis",unit=""} 0
chip_impl_metric{name="holdWs",unit="ns"} 1.075
chip_impl_info{name="setup.worst_path.end_class",value="output port"} 1
chip_impl_metric{name="wl",unit="µm"} 40740
chip_impl_metric{name="final_period_minus_worst_setup_slack",unit="ns"} 1.812
chip_impl_info{name="cpMaxStageDelayCell",value="mux4_2"} 1
chip_impl_metric{name="grt_first_pass_wirelength",unit="µm"} 58870
chip_impl_info{name="crit_path_cell_trace",value="buf_12 > buf_12 > buf_12 > buf_12 > buf_6 > mux4_2 > buf_2"} 1
chip_impl_metric{name="syn_inst",unit=""} 312
chip_impl_metric{name="area.sequential",unit="µm²"} 0
chip_impl_metric{name="portBuffers",unit=""} 520
chip_impl_info{name="failing_checks",value="negative setup slack"} 1
chip_impl_metric{name="final_cells",unit=""} 1643
chip_impl_info{name="grt_setup_unrepaired",value="true"} 1
chip_impl_info{name="worst_hold_path_type",value="input port to output port"} 1
chip_impl_info{name="crit_path_class",value="input port to output port"} 1
chip_impl_metric{name="post_synth_instance_area",unit="mm²"} 0.006491
chip_impl_metric{name="cp_data_arrival_time",unit="ns"} 1.51
chip_impl_metric{name="synth-area-yosys",unit="mm²"} 0.006491
chip_impl_metric{name="worst-endpoint-required",unit="ns"} 1.20
chip_impl_metric{name="grt_antenna_before_repair",unit=""} 11
chip_impl_metric{name="worstPathBufferInverterCount",unit=""} 6
chip_impl_metric{name="ys_sh_mux",unit=""} 0.8975
chip_impl_metric{name="design.portCount",unit=""} 520
chip_impl_info{name="outcome",value="finished, violations left"} 1
chip_impl_metric{name="max_freq",unit="MHz"} 551.7
chip_impl_metric{name="timing.critical_path.slowest_cell_delay",unit="ns"} 0.47
chip_impl_metric{name="final_max_slew_viol_count",unit=""} 0
chip_impl_metric{name="gp_congestion",unit=""} 0.9498
chip_impl_info{name="critPathLaunchType",value="input port"} 1
chip_impl_info{name="critPathMostFrequentCell",value="buf_12"} 1
chip_impl_metric{name="finalHoldViolations",unit=""} 0
chip_impl_metric{name="synth.distinct_cells",unit=""} 6
chip_impl_metric{name="grt_start_max_net_pins",unit=""} 34
chip_impl_metric{name="dpl.hpwl",unit="µm"} 31800
chip_impl_metric{name="worst-path-max-fanout",unit=""} 5
chip_impl_metric{name="dp.cells",unit=""} 1460
chip_impl_metric{name="yosys.area_share.simple",unit=""} 0
chip_impl_metric{name="utilization",unit=""} 0.3271
chip_impl_metric{name="final_min_period_over_clock_period",unit=""} 1.208
chip_impl_metric{name="core_util_floorplan",unit=""} 0.1514
chip_impl_metric{name="syn_area_per_cell",unit="µm²"} 20.81
chip_impl_metric{name="timing.max_slew.rel_slack",unit=""} 0.8202
chip_impl_metric{name="area_enclosed_by_the_die_boundary",unit="mm²"} 0.05198
chip_impl_metric{name="power-per-cell-area",unit="mW/mm²"} 311.4
chip_impl_metric{name="core-area",unit="mm²"} 0.04289
chip_impl_metric{name="seq_cell_count",unit=""} 0
chip_impl_metric{name="timing.setup.tns",unit="ns"} -46.86
chip_impl_metric{name="floorplan.die.width",unit="µm"} 228
chip_impl_metric{name="preCtsSetupSlack",unit="ns"} -0.7475
chip_impl_info{name="critical_path.top_delay_family",value="buffers and inverters"} 1
chip_impl_metric{name="maxCapViolCount",unit=""} 0
chip_impl_metric{name="global_route.overflow_total",unit=""} 0
chip_impl_metric{name="routed-via-count",unit=""} 7555
chip_impl_metric{name="routed_wire_length_per_instance",unit="µm"} 24.80
chip_impl_metric{name="first_pass_iters",unit=""} 4
chip_impl_metric{name="die_h",unit="µm"} 228
chip_impl_metric{name="total_leakage_power",unit="nW"} 6.011
chip_impl_metric{name="std_cell_rows",unit=""} 76
chip_impl_metric{name="drtAntennaViolNets",unit=""} 0
chip_impl_metric{name="flow.area_growth_from_synthesis",unit="%"} 116.1
chip_impl_metric{name="fillers",unit=""} 4279
chip_impl_metric{name="yosysWarnings",unit=""} 1
chip_impl_info{name="ys_top_logic_family",value="multiplexers"} 1
chip_impl_metric{name="yosys_cells",unit=""} 312
chip_impl_metric{name="worstMarginPinSlew",unit="ns"} 0.2697
chip_impl_metric{name="maximum_vdd_ir_drop",unit="mV"} 0.1315
chip_impl_metric{name="layout.clock_buffers",unit=""} 0
chip_impl_metric{name="setup_viol",unit=""} 252
chip_impl_metric{name="warnings",unit=""} 34
chip_impl_metric{name="drc",unit=""} 0
chip_impl_metric{name="combGateArea",unit="mm²"} 0.005766
chip_impl_metric{name="layout-drive-gt1-share",unit=""} 0.7536
chip_impl_metric{name="vias_per_cell",unit=""} 4.598
chip_impl_metric{name="initialDrtViolationCount",unit=""} 322
chip_impl_metric{name="synth_seq_share",unit=""} 0
chip_impl_metric{name="synth_xor_xnor_area_share",unit=""} 0
chip_impl_metric{name="synth-compound-area-share",unit=""} 0
chip_impl_metric{name="postLayoutSetupSlackWorst",unit="ns"} -0.3125
==> final cells by class <==
cell class         instances  share of cell area
multi-input cells        256              0.4110
repair buffers           795              0.5356
well taps                585             0.05218
diodes                     7            0.001249
==> logic make-up (layout without fill, tap and decap cells) <==
family,after synthesis,after routing
multiplexers,256,256
buffers and inverters,56,795
other,0,7
==> through the flow <==
stage               power, mW  cell area [µm²]
floorplan               1.508             6491
global placement        4.470            12900
detailed placement      4.459            12900
CTS                     4.397            13940
global route            4.684            14020
finish                  4.368            14030
==> path summary, 6_finish.rpt <==
kind	from	to	slack, ns	depth (start not counted)
setup / recovery	sel2[0]	data_out2[20]	-0.31	7
hold / removal	data_in3[59]	data_out4[59]	1.08	3
==> routing by layer <==
metal  global-route usage  wire (µm)  vias up
met5                    0         48        -
met4              0.02479        758        6
met3              0.08225       4907       42
met2               0.2537      19920      539
met1               0.1851      15110     3811
li1                     -          -     3157
==> layout by cell type, fill, tap and decap left out <==
cell type,Yosys,final
buf_12,24,47
buf_16,0,13
buf_2,24,214
buf_4,0,48
buf_6,4,171
buf_8,0,33
clkbuf_2,4,10
clkdlybuf4s15_1,0,8
clkdlybuf4s50_1,0,12
diode_2,0,7
dlygate4sd2_1,0,234
dlymetal6s2s_1,0,5
mux4_2,240,256
==> power breakdown <==
group,internal [mW],total [mW],switching [mW]
Combinational,2.85,4.37,1.52
Sequential,0,0,0
Clock,0.000000724,0.000000725,0
Total,2.85,4.37,1.52
==> synth_stat cells <==
cell	number	share of area
mux4_2	240	0.83
buf_12	24	0.074
buf_2	24	0.019
mux4_1	16	0.065
buf_6	4	0.0069
clkbuf_2	4	0.0031
==> what timing repair did <==
item / 4_1_cts / 5_1_grt
setup endpoints to repair: 256 / 253
hold buffers: 0 / 0
resized: 1334 / 111
gates cloned: 11 / 0
pin swaps: 0 / 0
buffers inserted: 170 / 52
No activity file was given, so power comes from the tool's default toggle rates.
