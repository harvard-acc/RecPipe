===== flow/design.v =====
`timescale 1ns / 1ps
module simd #(parameter  bit_width=40)(
    clk,
	reset,
	data_in,	 
	data_out	
	 );
	input clk;
	input reset;
	input signed [bit_width-1:0] data_in;
	output reg signed [bit_width-1:0] data_out;
	wire signed [bit_width-1:0] data_out_temp;
	assign data_out_temp = data_in + data_out;
	always@(posedge clk)
	begin
	if(~reset) begin
	data_out <= 0;
	end
	else begin
	data_out <= data_out_temp;
        end	
    end
endmodule

===== flow/run.sh =====
#!/bin/bash
# OpenROAD 26Q1-2900-gdf79404cd8, Yosys 0.63+post, stock flow scripts
make -C /OpenROAD-flow-scripts/flow DESIGN_CONFIG=/design/flow/config.mk WORK_HOME=/design/flow/orfs finish

===== flow/constraint.sdc =====
current_design simd

set clk_period 12.1
set clk_io_pct 0.2

create_clock -name clk0 -period $clk_period [get_ports {clk}]

set non_clock_inputs [all_inputs -no_clocks]
set_input_delay [expr $clk_period * $clk_io_pct] -clock clk0 $non_clock_inputs
set_output_delay [expr $clk_period * $clk_io_pct] -clock clk0 [all_outputs]

===== flow/config.mk =====
export PLATFORM = sky130hd
export DESIGN_NAME = simd
export DESIGN_NICKNAME = simd
export VERILOG_FILES = /design/flow/design.v
export SDC_FILE = /design/flow/constraint.sdc
export NUM_CORES = 4
export LEC_CHECK = 1
export CORE_UTILIZATION = 50

==> results.txt <==
Largest registers in the final layout - data_out x40
First drt pass iteration count - 5
Count of input and output buffers - 81
Area taken by flip-flops and latches - 801 um^2
Startpoint of the lowest-slack register-to-register path - data_out[0]
Number of gates given a new drive strength after cts - 0
Logic depth of the worst register-to-register path - 10
Classification of the worst-slack hold path - flop to flop
Distinct cells, synth - 58
Area share, top type - 24.5%
Number of instances in the synthesized netlist - 405
Avg Vias per Cell - 5.66
Hold path start - data_out[0]
Insertion delay to the later sink of the worst-skew pair - 0.30 ns
Core region area - 6350 um^2
Static leakage - 0.00184 uW
Clock edge transition at the registers on the reported setup and hold paths - 0.09 ns
Largest fanout of any net on the critical path - 4
Final GP Congestion - 0.877
Max Cap Viol - 0
Post-route setup slack - 7.26 ns
Clock network power share - 11.2%
Register name with the most flops - data_out
Count of pins over their slew limit - 0
Number of buffers created by CTS - 5
Tool warnings - 26
Fraction of layout cells with a size suffix above 1 - 5.85%
Yosys-reported design area after synthesis - 3270 um^2
Data arrival time of the critical path - 5.03 ns
Count of hold buffers inserted by post-cts repair - 0
DR WL/cell - 13.9 um
Cells taking the most area after synthesis - sky130_fd_sc_hd__dfxtp_1 24%, sky130_fd_sc_hd__ha_1 15%, sky130_fd_sc_hd__a21oi_1 6.3%
Buffer type at the clock tree root - sky130_fd_sc_hd__clkbuf_8
Grt ovf - 0
Area of the die - 6870 um^2
Number of fill cells in the layout - 522
Endpoint of the worst hold path - data_out[0]
Via count - 3149
Combinational group share of total power - 68.0%
Number of instances in the placed design - 548
Net Switching - 464 uW
Area delta synth->final - 29.5%
Post-synthesis cell type with the largest instance count - sky130_fd_sc_hd__nor2_1
Sequential fraction of design power - 20.8%
Die extent in y - 82.9 um
Worst slew margin - 65.7%
Die outline width - 82.9 um
Maximum number of pins on one net before global-route repair - 23
Flop and latch count out of synthesis - 40
Hold depth - 2
Period utilization - 40.0%
Post-Route Setup TNS - 0 ns
Nature of the critical path startpoint - primary input
Count of flip-flops with a built-in enable after synthesis - 0
Category of the critical setup timing path - primary input to flop
Result of the run - finished clean
Logic cell area - 2340 um^2
Number of flip-flops in the largest register - 40
Routed Wire Length - 7.71 mm
Clock sink count - 40
Setup violations, final - 0
Setup repair after global routing missed its margin - no
Ports placed on the boundary - 82
Diodes inserted - 0
Synth Seq Share - 24.5%
Critical path data required time - 12.29 ns
Crit Reg-Reg Endpoint - data_out[30]
Avg Synthesized Cell Area - 8.08 um^2
Post-synthesis instance area - 3270 um^2
Detailed Place HPWL - 6.01 mm
TritonCTS clock tree - yes
DRC violation total after the first TritonRoute iteration - 160
Cell Count, Final, Fillers Out - 556
Post CTS Setup Buffer Count - 0
Clock period minus worst slack - 4.84 ns
Row cnt - 29
FF-to-FF setup slack - 9.48 ns
Worst-case vdd ir drop - 0.000142 V
Global-route wire length before repair - 13.4 mm
Internal power - 641 uW
Main flop type after synthesis - sky130_fd_sc_hd__dfxtp_1
Worst-case clock skew - 0.00944 ns
Power per cell area - 261 nW/um^2
Share of flip-flops with an asynchronous set or reset - 0%
Critical path capture point type - flop
Warnings, synthesis - 1
Fp util - 51.5%
Highest Clock Rate - 0.207 GHz
DRC violation count after routing - 0
ANT nets after route - 0
Number of H-tree levels - 2
Vias in the first global route - 2931
Largest area contributor in the synthesized netlist - sky130_fd_sc_hd__dfxtp_1
# Cells Yosys - 405
Minimum hold slack - 0.596 ns
Switching share of power - 42.0%
Cell types with the highest counts after synthesis - 48 x sky130_fd_sc_hd__nor2_1, 41 x sky130_fd_sc_hd__a21oi_1, 40 x sky130_fd_sc_hd__dfxtp_1
Antenna violations before repair - 0
GRT Util Overall - 23.3%
Final Hold Violating Endpoints - 0
Setup slack at placement - 6.97 ns
Worst-Margin Slew - 0.510 ns
Buffer levels on the longest clock path - 2
Final core occ - 66.7%
stage by stage:
| step | total power (uW) | cell area, um^2 |
|---|---|---|
| floorplan | 744 | 3270 |
| global placement | 975 | 4110 |
| detailed placement | 975 | 4110 |
| CTS | 1110 | 4240 |
| global route | 1200 | 4240 |
| finish | 1110 | 4240 |
worst max-delay path, cell delays in order:
cell and delay, ns:
sky130_fd_sc_hd__clkdlybuf4s50_1 0.40, sky130_fd_sc_hd__ha_1 0.23, sky130_fd_sc_hd__fa_1 0.44, sky130_fd_sc_hd__a211oi_2 0.25, sky130_fd_sc_hd__o211ai_2 0.15, sky130_fd_sc_hd__a31oi_2 0.30
sky130_fd_sc_hd__o221ai_2 0.17, sky130_fd_sc_hd__a31oi_4 0.25, sky130_fd_sc_hd__o21ba_2 0.22, sky130_fd_sc_hd__xor2_1 0.15, sky130_fd_sc_hd__nor2_1 0.05
per-layer routing:
metal / track usage (%) / part of all wire, % / wire, um
met1: 36.1 / 50 / 3820
met2: 36.7 / 44 / 3410
met3: 2.72 / 5.2 / 403
met4: 2.35 / 1.0 / 79
met5: 0 / 0 / 0
layout make-up:
cell class / count / share of cell area [%]
clock buffers: 7 / 2.27
clock inverters: 1 / 0.709
inverters: 15 / 1.33
multi-input cells: 334 / 55.2
flip-flops and latches: 40 / 18.9
well taps: 77 / 2.27
repair buffers: 82 / 19.3
placed cells by master (no fill, tap or decap), types with 4 or more instances in the layout:
cell,Yosys,layout
sky130_fd_sc_hd__nand2b_1,7,7
sky130_fd_sc_hd__clkbuf_8,0,7
sky130_fd_sc_hd__xor2_1,12,12
sky130_fd_sc_hd__clkdlybuf4s50_1,0,81
sky130_fd_sc_hd__xnor2_1,18,18
sky130_fd_sc_hd__o21bai_1,11,11
sky130_fd_sc_hd__a21o_1,19,19
sky130_fd_sc_hd__nor2_1,48,48
sky130_fd_sc_hd__inv_1,14,14
sky130_fd_sc_hd__ha_1,39,39
sky130_fd_sc_hd__dfxtp_1,40,40
sky130_fd_sc_hd__nor3_1,8,8
sky130_fd_sc_hd__o21ai_1,7,7
sky130_fd_sc_hd__nand4_1,14,14
sky130_fd_sc_hd__a21oi_1,41,41
sky130_fd_sc_hd__nand3_1,7,7
sky130_fd_sc_hd__nand2_1,25,25
sky130_fd_sc_hd__o21ai_0,14,14
sky130_fd_sc_hd__and2_1,4,4
sky130_fd_sc_hd__mux2i_1,4,4
power groups by stage:
stage	combinational, uW	clock, uW	sequential, uW
finish	751	123	230
CTS	749	128	231
global route	836	130	238
worst max-delay path by stage:
stage | start | cells past startpoint | end
after global routing | data_in[0] | 11 | data_out[26]
after CTS | data_in[0] | 11 | data_out[30]
final | data_in[0] | 11 | data_out[30]
logic make-up after synthesis:
kind of cell	Yosys count	synth area share [%]
AND-OR/OR-AND	132	28.0
XOR/XNOR	30	8.03
adder cells (fa/ha/maj)	40	15.5
buffers and inverters	31	4.05
flip-flops	40	24.5
multiplexers	4	1.22
AND/OR/NAND/NOR	128	18.7
No activity file was given, so power comes from the tool's default toggle rates.
