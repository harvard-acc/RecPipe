==> flow/config.mk <==
export PLATFORM = sky130hd
export DESIGN_NAME = sortvals
export DESIGN_NICKNAME = sortvals
export VERILOG_FILES = /design/flow/design.v
export SDC_FILE = /design/flow/constraint.sdc
export NUM_CORES = 4
export LEC_CHECK = 1
export CORE_UTILIZATION = 50
==> flow/constraint.sdc <==
current_design sortvals

set clk_period 12.2
set clk_io_pct 0.2

create_clock -name clk0 -period $clk_period [get_ports {clk}]

set non_clock_inputs [all_inputs -no_clocks]
set_input_delay [expr $clk_period * $clk_io_pct] -clock clk0 $non_clock_inputs
set_output_delay [expr $clk_period * $clk_io_pct] -clock clk0 [all_outputs]
==> flow/design.v <==
module  sortvals
# (parameter DATA_WIDTH = 16, 
	         OFFSET_WIDTH = 9,
             NUM_WORDS = 4000,
             NUM_COUNTER = 16)
( input [DATA_WIDTH-1:0] DATA_IN, input [OFFSET_WIDTH-1:0] DATA_IN_OFFSET, input [DATA_WIDTH-1:0] S, input [$clog2(NUM_WORDS)-1:0] K,
  input  clk, input reset, input val,
  output [DATA_WIDTH+OFFSET_WIDTH-1:0] DATA_OUT);
localparam COUNTER_WIDTH = $clog2(NUM_WORDS);
reg [COUNTER_WIDTH-1:0] bin [0:NUM_COUNTER-1];
reg [COUNTER_WIDTH-1:0] counter;
reg [COUNTER_WIDTH-1:0] temp;
reg [3:0] counter2;
reg [COUNTER_WIDTH-1:0] counter3;
reg [COUNTER_WIDTH-1:0]addr;
reg [DATA_WIDTH+OFFSET_WIDTH-1:0] DATA_OUT_temp;
reg ready;
wire done;
reg [DATA_WIDTH+OFFSET_WIDTH-1:0] ScoreBuffer;
integer i;
assign done = (counter == NUM_WORDS-1)?1:0;
assign DATA_OUT = DATA_OUT_temp;
always @ (posedge clk) begin
  if(reset)
  	begin
  		for (i =0; i<NUM_COUNTER; i=i+1) begin
    		bin[i] <= {COUNTER_WIDTH{1'b0}};
    	end 
    	counter <= {COUNTER_WIDTH{1'b0}};
    	addr <= 0;
  end	
  else begin
  			if (val) begin
	        	counter <= counter+1;
	        	bin[DATA_IN[DATA_WIDTH-1:DATA_WIDTH-5]] <= bin[DATA_IN[DATA_WIDTH-1:DATA_WIDTH-5]] + 1;
	        	if (DATA_IN > S) begin
	        		ScoreBuffer <= {DATA_IN,DATA_IN_OFFSET};
	        		addr <= addr + 1;
	        	end
	        end
        end
 end
always @(posedge clk)
begin
  if(reset)
  	begin
		temp <= 0;
		counter2 <= NUM_COUNTER;
		ready <= 0;
  	end
  else begin
	if(done)begin
		if (temp < K) begin
			temp <= temp+bin[counter2] ;
			counter2 <= counter2 - 1;
			ready <= 0;
		end
		else begin
		ready <= 1;
		end
   end
 end
 end
 always @(posedge clk)
	begin
		if(reset) begin
			counter3 <= 0;
		end
		else begin
			if (ready) begin
				if (ScoreBuffer > {counter2, {(DATA_WIDTH-1-4){1'b0}}}) begin
					DATA_OUT_temp <= ScoreBuffer;
					counter3 <= counter3+1;
				end
			end
		end
	end
 endmodule
==> flow/run.sh <==
#!/bin/bash
# OpenROAD 26Q1-2900-gdf79404cd8, Yosys 0.63+post, stock flow scripts
make -C /OpenROAD-flow-scripts/flow DESIGN_CONFIG=/design/flow/config.mk WORK_HOME=/design/flow/orfs finish
==> GITHUB_STEP_SUMMARY <==
### Flow metrics

| Metric | Value |
|---|---|
| CTS clk-pin slew, worst paths | approximately 60 ps |
| Post-DR vias/cell | about 5.8 |
| Final setup violation count | 0 |
| PostCTS Resize Cnt | 0 |
| CP Capture Type | register |
| Critical setup path kind | in -> reg |
| Final hold slack | around 450 ps |
| Routability Congestion | 0.883 |
| Hold bufs inserted after CTS | 0 |
| Status | completed |
| Crit Path Max Fanout | 31 |
| Vias in the first global route | 8798 |
| Clk_skew | 29.0 ps |
| Cell depth of the worst hold path | 0 |
| Most numerous logic cell after layout | edfxtp_1 |
| Post-route DRC | 0 |
| Port bufs | 80 |
| Final core occ | 0.580 |
| Post-CTS setup buffer count | 0 |
| Arr. time, crit path | 6050 ps |
| Antenna Cells | 0 |
| Leak Pwr | 5.63 nW |
| Least-Margin Pin Slew | 822 ps |
| # fillers | between 2000 and 2500 |
| Synth-to-Final Area Change | 14.3% |
| DP HPWL | roughly 22000 um |
| Rows | just over 60 |
| Hold/Removal Path Class | reg -> reg |
| Post-Syn Area | 0.0141 sq mm |
| Highest clock rate | 173 MHz |
| Flop2flop setup slack | 7770 ps |
| CTS tree | built |
| First-pass GRT wire length | 51400 um |
| Clock buffer count from CTS | 30 |
| Largest stage delay on the critical path | 640 ps |
| R2R depth | 11 |
| Number of OpenROAD warnings | 25 |
| H-tree levels | 1 |
| CTS sink count | 275 |
| Tmin final | around 5800 ps |
| Post-synthesis cell count | around 1000 |
| Chip width | 170 um |
| Chip Height | 170 um |
| RSZ-0062 raised after global routing | no |
| Largest net degree at the start of global routing | 38 |
| Buffers & Inverters on Critical Path | 2 |
| GR Overflow Total | 0 |
| ANT nets after route | 0 |
| Crit path cell chain | buf_4 > buf_4 > mux4_2 > a22oi_1 > nand2_1 > ha_1 > nand2_1 > nor3b_2 > xnor2_2 > nor2_1 |
| Post-synth ARST share | 0 |
| Yosys Chip Area | 0.0141 sq mm |
| Startpoint types | input pin |
| Final Hold Fails | 0 |
| Global-route usage over all layers | 0.269 |
| Reg area | 0.00793 sq mm |
| Hold_sp | ScoreBuffer[21] |
| Insertion Delay late pin | 560 ps |
| # Cells Yosys | 996 |
| Clk buf depth | 3 |
| Crit-path leading delay family | buffers and inverters |
| Share of power burned in registers | 0.499 |
| FF-to-FF End | temp[11] |
| Combinational share of power | 0.091 |
| First-pass DRT Iterations | 7 |
| Slowest-stage cell, CP | xnor2_2 |
| Number of enable flip-flop cells | approximately 240 |
| Initial antenna violation count | 0 |
| Synth flops | ~280 |
| Setup TNS | 0 ps |
| Mean Syn Cell Area | about 14 sq um |
| Share of layout cells above drive strength 1 | 0.188 |
| Routed vias | approximately 8400 |
| DR iter-0 viols | 498 |
| Switching portion of total power | 0.228 |
| Commonest cells after routing, fill and taps aside | 242 x edfxtp_1, 220 x nor2_1, 114 x mux4_2 |
| Commonest register cell after synthesis | edfxtp_1 |
| Avg WL per Cell | 22.8 um |
| I/O pins | 81 |
| Starting Density | 0.507 |
| Slew margin rel. | 0.449 |
| P per Cell Area | 133 mW/mm^2 |
| WP data required | 12460 ps |
| Core area | between 0.02 and 0.03 sq mm |
| Multi-input logic area | between 0.005 and 0.006 sq mm |
| Pint | 0.00165 W |
| Power share of the clock group | 0.410 |
| Max-Cap Viols | 0 |
| Hold Path End | DATA_OUT_temp[21] |
| Max-slew violation count | 0 |
| Psw | between 0.0004 and 0.0005 W |
| Dpl cells | 1403 |
| Final period util | 0.474 |
| Yosys Warn Count | 1 |
| Die Area | approximately 0.029 sq mm |
| Yosys cell types | 63 |
| Final WS setup | between 6000 and 7000 ps |
| Final wirelength | 33200 um |
| Worst vdd ir | 0.138 mV |
| Sequential fraction of the synthesis area | 0.564 |
| Root Buffer | clkbuf_16 |
| Setup slack at placement | 5800 ps |
| Layout Cells excl Fill | 1456 |
[worst max path at each step]
stage | from | to | slack [ps] | depth (start not counted)
after CTS | DATA_IN[11] | bin[13][8] | 6380 | 10
final | DATA_IN[11] | bin[1][8] | 6420 | 10
after global routing | DATA_IN[11] | bin[13][8] | 6030 | 10
[per-layer routing]
| metal | GRT usage | wire length [um] |
|---|---|---|
| met1 | 0.392 | 12400 |
| met5 | 0 | 0 |
| met2 | 0.403 | 15800 |
| met4 | 0.0466 | 700 |
| met3 | 0.138 | 4300 |
[synth_stat cells, drive strengths merged, types with 2 or more instances]
cell type    n  share of area
edfxtp     242           0.52
nor2       230          0.063
mux4       114           0.18
nand2       52          0.014
ha          45          0.040
inv         37         0.0099
clkbuf      35         0.0093
dfxtp       33          0.047
buf         31          0.015
xnor2       24          0.020
a21oi       18         0.0064
mux2i       12         0.0085
nand4       11         0.0060
o21ai       11         0.0039
a22oi       10         0.0053
nand3       10         0.0036
a21o         9         0.0048
xor2         8         0.0055
nor2b        7         0.0031
nor3         7         0.0040
nand2b       5         0.0022
a211oi       4         0.0021
a311oi       3         0.0031
and3         3         0.0013
and4         3         0.0019
nor3b        3         0.0020
o21a         3         0.0016
and2         2        0.00089
nand3b       2         0.0011
nor4         2        0.00089
o211ai       2         0.0011
o21bai       2         0.0011
or4          2         0.0011
[final cells by class]
| type | instances | area share |
|---|---|---|
| Sequential cell | 275 | 0.494 |
| Multi-Input combinational cell | 617 | 0.352 |
| Timing Repair Buffer | 95 | 0.0564 |
| Clock buffer | 33 | 0.0487 |
| Tap cell | 378 | 0.0294 |
| Clock inverter | 20 | 0.0107 |
| Inverter | 38 | 0.00888 |
[through the flow]
stage	total power, W	cell area [sq um]
floorplan	0.00121	14100
global placement	0.00128	15100
detailed placement	0.00128	15100
CTS	0.00216	16100
global route	0.00222	16100
finish	0.00214	16100
[cells by family after synthesis]
logic type | count (synthesis) | synth area share
xor+xnor | 32 | 0.0258
flops | 275 | 0.564
mux | 127 | 0.192
buf+inv | 104 | 0.0350
fa+ha+maj | 46 | 0.0415
compound gates | 71 | 0.0350
simple gates | 341 | 0.107
[power by group through the flow]
stage	clock network [W]	registers [W]	logic (W)
6_report	0.000877	0.00107	0.000195
4_1_cts	0.000897	0.00107	0.000195
5_1_grt	0.000931	0.00107	0.000212
[state kept, by name (all words and copies together), names as in the netlist, named ones only]
name           count
counter           12
ScoreBuffer       25
temp              12
ready              1
DATA_OUT_temp     25
bin              192
counter2           4
Power is estimated from default activity; no workload was simulated.
